==> flow/design.v <==
module shift_m(out,In,dir,sh);
    input dir;
    input[3:0] sh;
    input[7:0] In;
    output[7:0] out;  
    reg[7:0] out;
    always @(In or dir or sh) begin 
        case(dir)
           1'b0 : out = In<<sh;  
           1'b1 : out = In>>sh;  
        endcase
    end  
endmodule
==> flow/run.sh <==
#!/bin/bash
# OpenROAD 26Q1-2900-gdf79404cd8, Yosys 0.63+post, stock flow scripts
make -C /OpenROAD-flow-scripts/flow DESIGN_CONFIG=/design/flow/config.mk WORK_HOME=/design/flow/orfs finish
==> flow/config.mk <==
export PLATFORM = sky130hd
export DESIGN_NAME = shift_m
export DESIGN_NICKNAME = shift_m
export VERILOG_FILES = /design/flow/design.v
export SDC_FILE = /design/flow/constraint.sdc
export NUM_CORES = 4
export LEC_CHECK = 1
export CORE_AREA = 10 10 79 79
export DIE_AREA = 0 0 89 89
==> flow/constraint.sdc <==
current_design shift_m

set clk_period 2.1
set clk_io_pct 0.2

create_clock -name clk0 -period $clk_period

set non_clock_inputs [all_inputs -no_clocks]
set_input_delay [expr $clk_period * $clk_io_pct] -clock clk0 $non_clock_inputs
set_output_delay [expr $clk_period * $clk_io_pct] -clock clk0 [all_outputs]
==> out/metrics.sh <==
SYNTH.YOSYS.SEQ_AREA_SHARE_PCT=0
PATH_BUFFERS=2
GRTUSAGETOTAL_PCT=6.68
FIRST_PASS_GRT_WIRE_LENGTH_MM=4.29
SHARE_OF_TOTAL_POWER_IN_COMBINATIONAL_LOGIC_PCT=100.0
LAYOUT.CELL_AREA.NON_FILLER_SQ_UM=1160
NUM_ANTENNA_CELLS=0
YOSYS_WARNINGS=1
WORSTSETUPSTARTPOINTTYPE='primary input'
HOLD_VIOLATIONS=0
FINALSETUPVIOLATIONS=0
CRITPATHMAXFANOUT=4
TOP_AREA_CELL='sky130_fd_sc_hd__mux2i_1'
DR.FIRST_ITER.DRC_COUNT=40
WL_CELL_MICRONS=14.7
DRV.MAX_CAP_VIOLATION_COUNT=0
DRIVE_ABOVE_1_SHARE_PCT=51.6
GP_ROUTABILITY_CONGESTION=0.916
VDD_DROP_MAX_mV=0.0999
TIMING.FINAL.MAX_SLEW_VIOLATIONS=0
SETUP_REPAIR_AFTER_GLOBAL_ROUTING_MISSED_ITS_MARGIN='false'
P_INT_uW=123
CTS_HOLD_REPAIR.BUFFERS=0
NUM_ROWS=25
SYN_AREA_SQ_UM=683
N_FILL_CELL=490
FMAX_GHz=0.490
SLEW-LIMIT-HEADROOM_PCT=80.1
FP.DIEW_MICRONS=89
ANT_NETS=0
NCLKBUFFERS=0
FINALCLOCKPERIODUSAGE_PCT=97.2
CPPEAKSTAGEDELAY_PS=470
SYNTH.AVG_CELL_AREA_SQ_UM=8.23
SYNTH.TOP_CELL.AREA_SHARE_PCT=8.79
REMAINING_DRC_ERRORS=0
OUTCOME='finished clean'
TIGHTEST_SLEW_PS=298
SEQUENTIAL_CELL_AREA_SQ_UM=0
OPENROAD.WARNINGS=33
TIMING.CRITICAL_PATH.REQUIRED_PS=1680
FP.COREAREA_SQ_UM=4660
POST_DRT_VIA_CELL_RATIO=4.84
FLOORPLAN.DIE.HEIGHT_MICRONS=89
CRITPATHARRIVALTIME_PS=1620
FP_UTIL_PCT=14.7
CRIT_PATH_TOP_DELAY_CELL='sky130_fd_sc_hd__mux4_2'
POSTSYNTHCELLCOUNT=83
HOLD_SLACK_PS=1300
SWITCHING_FRACTION_OF_TOTAL_POWER_PCT=45.1
TOTAL_POWER_uW=225
N_SEQUENTIAL_CELL=0
DRT_FIRST_PASS_ITERS=4
PWR-SHARE-CLK_PCT=0
TIMING.HOLD.WORST.CLASS='primary input to output pin'
PIN_COUNT=21
COUNT_OF_DISTINCT_CELL_TYPES_IN_THE_SYNTHESIZED_NETLIST=45
PATH_DELAY_FAMILY='multiplexers'
GRT_PASS1_VIAS=826
TOPCELLSBYAREA='sky130_fd_sc_hd__mux2i_1 8.8%, sky130_fd_sc_hd__nand2b_1 6.4%, sky130_fd_sc_hd__buf_6 4.9%'
REMAINING_GLOBAL_ROUTE_OVERFLOW=0
TIMING.CRITICAL_PATH.TO_TYPE='output pin'
DETAIL_ROUTE.WIRELENGTH_MM=2.65
YS_CELLS=83
FLOW.AREA_GROWTH_FROM_SYNTHESIS_PCT=70.1
DETAILROUTE.VIA_COUNT=872
PLACEMENT.CELL_AREA_SQ_UM=1100
P_SWITCHING_uW=101
FINAL.MIN_CLOCK_PERIOD_PS=2040
SEQUENTIALPOWERSHARE_PCT=0
CELLS_TRAVERSED_ALONG_THE_WORST_TIMING_PATH='dlygate4sd2_1, mux4_2, o311a_1, buf_2'
POWER-PER-CELL-AREA_nW_PER_UM2=193
POWER.LEAKAGE_nW=0.498
BUFFER_PORTS.INSERTED=21
CRIT_TYPE='primary input to output pin'
TNS_PS=0
CHIP_AREA_ESTIMATE_FROM_YOSYS_SYNTHESIS_SQ_UM=683
PLACE.DETAILED.HPWL_MM=2.07
DIE-AREA_SQ_UM=7920
GRT_START_MAX_NET_PINS=14
LAYOUT.CORE_UTILIZATION_PCT=24.9
NUMBER_OF_ANTENNA_VIOLATIONS_AT_THE_FIRST_CHECK_IN_GLOBAL_ROUTING=0
[final cells by class]
class	instances	area, sq um	area share [%]
inverter	2	7.51	0.646
multi-input combinational	71	672	57.8
tap	54	67.6	5.81
timing repair buffer	53	415	35.7
[metal layers]
metal	track usage (%)	up-vias	part of all wire, %
li1	-	424	-
met1	10.5	410	52
met2	10.5	36	43
met3	0.184	2	4.9
met4	0	0	0.53
met5	0	-	0
[Yosys cell counts (2+ instances only)]
library cell / n
sky130_fd_sc_hd__inv_1: 2
sky130_fd_sc_hd__mux2i_1: 6
sky130_fd_sc_hd__clkbuf_1: 3
sky130_fd_sc_hd__nor4b_2: 2
sky130_fd_sc_hd__nor2b_1: 2
sky130_fd_sc_hd__o211ai_1: 2
sky130_fd_sc_hd__nand3b_1: 3
sky130_fd_sc_hd__a211oi_1: 3
sky130_fd_sc_hd__nand2_1: 2
sky130_fd_sc_hd__buf_6: 3
sky130_fd_sc_hd__nor2_1: 3
sky130_fd_sc_hd__buf_2: 3
sky130_fd_sc_hd__o21ai_0: 3
sky130_fd_sc_hd__a31oi_1: 3
sky130_fd_sc_hd__nand2b_1: 7
sky130_fd_sc_hd__o22ai_1: 2
sky130_fd_sc_hd__mux2_2: 2
sky130_fd_sc_hd__o311a_1: 3
sky130_fd_sc_hd__and2_1: 2
sky130_fd_sc_hd__and3b_1: 2
[through the flow]
| step | std cells | worst slack, ps |
|---|---|---|
| 2_1_floorplan | 83 | 404 |
| 3_3_place_gp | 177 | -745 |
| 3_5_place_dp | 177 | -740 |
| 4_1_cts | 180 | -5.44 |
| 5_1_grt | 180 | 8.27 |
| 6_report | 180 | 59.3 |
[power groups by stage]
stage                 clock network [mW]  registers [mW]  logic, mW
after CTS                              0               0      0.223
after global routing                   0               0      0.243
final                                  0               0      0.225
[path summary, 6_finish.rpt]
check	startpoint	to	slack (ps)	cells after the start
max	In[6]	out[6]	60	4
min	dir	out[3]	1300	3
[cells in the final DEF (no fill, tap or decap), types with 2 or more instances in the layout]
| cell | netlist | final |
|---|---|---|
| sky130_fd_sc_hd__a211oi_2 | 0 | 2 |
| sky130_fd_sc_hd__a31oi_1 | 3 | 2 |
| sky130_fd_sc_hd__and2_1 | 2 | 2 |
| sky130_fd_sc_hd__and3b_1 | 2 | 2 |
| sky130_fd_sc_hd__buf_2 | 3 | 9 |
| sky130_fd_sc_hd__buf_4 | 0 | 23 |
| sky130_fd_sc_hd__buf_6 | 3 | 9 |
| sky130_fd_sc_hd__clkbuf_2 | 0 | 3 |
| sky130_fd_sc_hd__clkdlybuf4s15_1 | 0 | 2 |
| sky130_fd_sc_hd__dlygate4sd2_1 | 0 | 7 |
| sky130_fd_sc_hd__inv_1 | 2 | 2 |
| sky130_fd_sc_hd__mux2_2 | 2 | 2 |
| sky130_fd_sc_hd__mux2i_1 | 6 | 5 |
| sky130_fd_sc_hd__mux4_2 | 1 | 2 |
| sky130_fd_sc_hd__nand2_1 | 2 | 2 |
| sky130_fd_sc_hd__nand2b_1 | 7 | 7 |
| sky130_fd_sc_hd__nand3b_1 | 3 | 3 |
| sky130_fd_sc_hd__nor2_1 | 3 | 3 |
| sky130_fd_sc_hd__nor2b_1 | 2 | 2 |
| sky130_fd_sc_hd__o211ai_1 | 2 | 2 |
| sky130_fd_sc_hd__o21ai_1 | 0 | 2 |
| sky130_fd_sc_hd__o22ai_2 | 0 | 2 |
| sky130_fd_sc_hd__o311a_1 | 3 | 3 |
[cells by family (layout without fill, tap and decap cells)]
group	Yosys count	in the layout	synth area share, %
AND/OR/NAND/NOR	32	32	32.2
buffers and inverters	12	55	12.8
AND-OR/OR-AND	29	29	35.7
multiplexers	10	10	19.2
[timing repair]
item                                   in CTS  in global routing
resized                                    72                 10
endpoints found under the hold margin       0                  0
setup endpoints to repair                   8                  3
cloned                                      1                  0
pin swaps                                   9                  1
buffers inserted                            2                  0
Power and IR drop assume default switching activity.
