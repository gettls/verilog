`design/flow/config.mk`:
```
export PLATFORM = sky130hd
export DESIGN_NAME = Bit4
export DESIGN_NICKNAME = Bit4
export VERILOG_FILES = /design/flow/design.v
export SDC_FILE = /design/flow/constraint.sdc
export NUM_CORES = 4
export LEC_CHECK = 1
export CORE_AREA = 10 10 70 70
export DIE_AREA = 0 0 80 80
```
`design/flow/constraint.sdc`:
```
current_design Bit4

set clk_period 5.0
set clk_io_pct 0.2

create_clock -name clk0 -period $clk_period

set non_clock_inputs [all_inputs -no_clocks]
set_input_delay [expr $clk_period * $clk_io_pct] -clock clk0 $non_clock_inputs
set_output_delay [expr $clk_period * $clk_io_pct] -clock clk0 [all_outputs]
```
`design/flow/design.v`:
```
module HalfAdder(in1, in2, S, C);
    input in1,in2;
    output S,C;
    wire in1,in2,S,C;
    XOR a(in1,in2,S);
    AND b(in1,in2,C);
endmodule
module Bit4(a, b, c, out, sum);
    input[3:0] a,b,c;
    output[3:0] sum;
    output out;
    wire[3:0] carry;
    Fulladder A(.inA(a[0]), .inB(b[0]), .Cin(c[0]), .Cout(carry[0]), .Sum(sum[0]));
    Fulladder B(.inA(a[1]), .inB(b[1]), .Cin(carry[0]), .Cout(carry[1]), .Sum(sum[1]));
    Fulladder C(.inA(a[2]), .inB(b[2]), .Cin(carry[1]), .Cout(carry[2]), .Sum(sum[2]));
    Fulladder D(.inA(a[3]), .inB(b[3]), .Cin(carry[2]), .Cout(out), .Sum(sum[3]));
endmodule
module Fulladder(inA,inB,Cin,Cout,Sum);
    input inA,inB,Cin;
    output Cout,Sum;
    wire c0,c1,s0;
    HalfAdder a(inA,inB,s0,c0);
    HalfAdder b(s0,Cin,Sum,c1);
    OR c(c0,c1,Cout);
endmodule
module NAND(in1, in2, out);
    input in1, in2;
    output out;
    wire in1,in2,out;
    assign out = ~(in1*in2);
endmodule
module AND(in1, in2, out);
    input in1,in2;
    output out;
    wire in1,in2,out;
    assign out = in1 & in2;
endmodule
module OR(in1, in2, out);
    input in1, in2;
    output out;
    wire in1, in2, out;
    assign out = in1 | in2;
endmodule
module XOR(in1, in2, out);
    input in1,in2;
    output out;
    wire in1,in2,out;
    assign out = in1 ^ in2;
endmodule
```
`design/flow/run.sh`:
```
#!/bin/bash
# OpenROAD 26Q1-2900-gdf79404cd8, Yosys 0.63+post, stock flow scripts
make -C /OpenROAD-flow-scripts/flow DESIGN_CONFIG=/design/flow/config.mk WORK_HOME=/design/flow/orfs finish
```
==> impl_metrics.sql <==
-- physical implementation figures
INSERT INTO impl_metrics (metric_group, metric, value, unit) VALUES
('synthesis', 'count_of_yosys_warnings_during_synthesis', '0', ''),
('pwr', 'switching_share', '27.6', '%'),
('worst_hold_path', 'worst_min_delay_path_class', 'in -> out', ''),
('final_timing', 'min_period_over_period', '88.8', '%'),
('pwr', 'power.density_cell_area', '89.0', 'nW/µm²'),
('pwr', 'internal_power', '20.3', 'µW'),
('job', 'timing.max_cap.violations', '0', ''),
('global_route', 'grt_first_pass_wirelength', '641', 'µm'),
('synthesis', 'synthDistinctLibCells', '3', ''),
('job', 'stage_log_warnings', '35', ''),
('final_timing', 'number_of_pins_exceeding_their_max_slew_limit_in_the_final_report', '0', ''),
('setup_path', 'critPathKind', 'in -> out', ''),
('global_route', 'largest_net_degree_at_the_start_of_global_routing', '2', ''),
('final_layout', 'area_growth_syn_to_layout', '114', '%'),
('global_route', 'gr-usage-all-layers', '1.28', '%'),
('pwr', 'vdd_ir_drop_max', '27.4', 'µV'),
('route', 'wire_per_inst', '5.50', 'µm'),
('route', 'overall_routed_net_length', '407', 'µm'),
('final_timing', 'finalHoldViolations', '0', ''),
('place', 'postPlaceCellArea', '315', 'µm²'),
('synthesis', 'ys_cells', '18', ''),
('synthesis', 'yosys_area', '148', 'µm²'),
('pwr', 'clock_power_share', '0', '%'),
('final_timing', 'worst_pin_slew', '0.104', 'ns'),
('final_timing', 'fmaxAchievable', '0.225', 'GHz'),
('clock_tree', 'postcts_resize_cnt', '0', ''),
('setup_path', 'slowest_delay', '0.45', 'ns'),
('route', 'vias_per_cell', '1.62', ''),
('final_timing', 'unrepaired_setup_endpoints_after_global_routing', 'no', ''),
('floorplanning', 'fp.dieW', '80', 'µm'),
('final_timing', 'fin_crit', '4.44', 'ns'),
('final_timing', 'final_critical_path_setup_slack', '0.560', 'ns'),
('floorplanning', 'floorplan.core_area', '3420', 'µm²'),
('final_timing', 'totalNegativeSetupSlack', '0', 'ns'),
('setup_path', 'critical_path.cell_chain', 'clkdlybuf4s50_1, inv_1, fa_1, inv_1, fa_1, fa_1, inv_1, fa_1, inv_1, clkdlybuf4s50_1', ''),
('route', 'drt.antenna.violating_nets', '0', ''),
('pwr', 'power.share.combinational', '100.0', '%'),
('global_route', 'number_of_antenna_violations_at_the_first_check_in_global_routing', '0', ''),
('place', 'port-buffer-count', '14', ''),
('setup_path', 'worstSetupEndpointType', 'output pin', ''),
('final_layout', 'final_layout_size_suffix_gt1_share', '0', '%'),
('final_layout', 'layout.sequential_cells', '0', ''),
('setup_path', 'worst_ep_required_time', '4.00', 'ns'),
('route', 'dr_total_vias', '120', ''),
('place', 'gpl.final_weighted_congestion', '0.772', ''),
('floorplanning', 'rows', '21', ''),
('pwr', 'net-switching-power', '7.73', 'µW'),
('route', 'drc_errors', '0', ''),
('final_layout', 'layoutNonFillerInstCount', '74', ''),
('floorplanning', 'top_level_ports', '17', ''),
('final_layout', 'num-clock-buffers', '0', ''),
('place', 'dp_worst_setup_slack', '0.539', 'ns'),
('final_layout', 'register_area', '0', 'µm²'),
('status', 'status', 'completed', ''),
('setup_path', 'worst-endpoint-arrival', '3.44', 'ns'),
('synthesis', 'post_synth_inst_count', '18', ''),
('final_layout', 'commonest_non_fill_non_tap_cell_in_the_layout', 'sky130_fd_sc_hd__clkdlybuf4s50_1', ''),
('pwr', 'power.leakage', '0.000137', 'µW'),
('global_route', 'grt_pass1_vias', '141', ''),
('synthesis', 'postSynthAreaPerCell', '8.20', 'µm²'),
('synthesis', 'yosys.stat.seqShare', '0', '%'),
('setup_path', 'critical_path.max_fanout', '1', ''),
('place', 'place.detailed.hpwl', '396', 'µm'),
('global_route', 'globalRouteOverflowTotal', '0', ''),
('final_layout', 'most_instantiated_logic_cells_after_routing', 'sky130_fd_sc_hd__clkdlybuf4s50_1, sky130_fd_sc_hd__inv_1, sky130_fd_sc_hd__fa_1', ''),
('floorplanning', 'fp_util', '4.32', '%'),
('floorplanning', 'die-area', '6400', 'µm²'),
('place', 'placed_cells', '74', ''),
('clock_tree', 'postCtsHoldBufs', '0', ''),
('pwr', 'seq_power_share', '0', '%'),
('route', 'drt-pass1-iter-count', '1', ''),
('route', 'n_antenna_cell', '0', ''),
('final_layout', 'stdcell_area', '315', 'µm²'),
('route', 'drt_first_iter_violations', '0', ''),
('floorplanning', 'die_height', '80', 'µm'),
('synthesis', 'synth_area', '148', 'µm²'),
('setup_path', 'cp-start-kind', 'input pin', ''),
('setup_path', 'worst_path_max_delay_cell', 'sky130_fd_sc_hd__clkdlybuf4s50_1', ''),
('final_timing', 'setup_viol', '0', ''),
('clock_tree', 'post-cts-setup-buffers', '0', ''),
('final_timing', 'worst_slew_margin_rel', '93.0', '%');
-- cell families after synthesis --
family,share of synthesized area [%]
adders and majority gates,54.2
buffers and inverters,45.8
-- worst paths after layout --
check / end / cells after the start / startpoint
setup / recovery: sum[3] / 10 / a[0]
hold / removal: sum[0] / 5 / c[0]
-- power groups by stage --
stage	Sequential (µW)	Combinational [µW]	Clock (µW)
after CTS	0	29.1	0
after global routing	0	32.5	0
final	0	28.1	0
-- synth_stat cells, drive strengths merged --
cell type	instances	area, µm²
buf	4	30.0
fa	4	80.1
inv	10	37.5
-- routing by layer --
metal  vias up  track usage (%)  part of all wire, %
li1         60                -                    -
met1        46             2.08                   58
met2        14             1.28                   17
met3         0            0.909                   25
met4         0                0                    0
met5         -                0                    0
-- per-stage QoR --
step | util (%) | hold WS (ns) | total power [µW]
after floorplan | - | 2.22 | 13.7
after global placement | 9.23 | 3.04 | 29.0
after detailed placement | 9.23 | 3.04 | 28.9
after CTS | 9.23 | 3.04 | 29.1
after global routing | 9.23 | 3.08 | 32.5
final | 9.23 | 3.03 | 28.1
-- worst max-delay path: cells and delay by family --
| family | cells | cell delay, ns |
|---|---|---|
| buf+inv | 6 | 1.11 |
| fa+ha+maj | 4 | 1.33 |
-- final cells by class --
class,count,area [µm²]
fill,403,3100
timing repair buffer,14,140
multi-input combinational,4,80.1
tap,46,57.6
inverter,10,37.5
Power is estimated from default activity; no workload was simulated.
